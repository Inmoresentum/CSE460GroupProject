==> flow/design.v <==
module project(input clk, input [3:0] A, input [3:0] B,
 input [2:0] opcode, output reg [3:0] C,
  output reg carr, output reg sign, output reg zero);
reg [1:0] state = 0;
reg signed [3:0] sub_result;
reg signed [3:0] sub_a;
reg signed [3:0] sub_b;
always @ (posedge clk) begin
    case (state)
        2'b00: begin
            case (opcode)
                3'b000: begin
                    C <= 4'b0000;  
                    carr <= 1'b0;
                    sign <= 1'b0;
                    zero <= 1'b1;
                end
                3'b001: begin  
                    C[0] <= ~(A[0] ^ B[0]);
                    zero <= C[0] == 1'b0;
                end
                3'b010: begin  
					sub_a <= A;
					sub_b <= B;
                    sub_result <= sub_b - sub_a;
                    C[0] <= sub_result[0];
                    zero <= C[0] == 1'b0;
               end
                3'b011: begin  
                    C[0] <= ~(A[0] & B[0]);
                    zero <= C[0] == 1'b0;
                end
                3'b100: begin  
                    {carr, C[0]} <= A[0] + B[0];
                    zero <= C[0] == 1'b0;
                end
            endcase
            if (opcode != 3'b000) begin
				state <= 2'b01;
			end
        end
        2'b01: begin
            case (opcode)
                3'b001: begin  
                    C[1] <= ~(A[1] ^ B[1]);
                    zero <= zero & (C[1] == 1'b0);
                end
                3'b010: begin  
					sub_a <= A;
					sub_b <= B;
                    sub_result <= sub_b - sub_a;
                    C[1] <= sub_result[1];
                    zero <= C[1] == 1'b0;
                end 
                3'b011: begin  
                    C[1] <= ~(A[1] & B[1]);
                    zero <= zero & (C[1] == 1'b0);
                end
                3'b100: begin  
                    {carr, C[1]} <= A[1] + B[1] + carr;
                    zero <= zero & (C[1] == 1'b0);
                end  
            endcase
            state <= 2'b10;
        end
        2'b10: begin
            case (opcode)
                3'b001: begin  
                    C[2] <= ~(A[2] ^ B[2]);
                    zero <= zero & (C[2] == 1'b0);
                end
                3'b010: begin  
					sub_a <= A;
					sub_b <= B;
                    sub_result <= sub_b - sub_a;
                    C[2] <= sub_result[2];
                    zero <= C[2] == 1'b0;
                end
                3'b011: begin  
                    C[2] <= ~(A[2] & B[2]);
                    zero <= zero & (C[2] == 1'b0);
                end
                3'b100: begin  
                    {carr, C[2]} <= A[2] + B[2] + carr;
                    zero <= zero & (C[2] == 1'b0);
                end  
            endcase
            state <= 2'b11;
        end
        2'b11: begin
            case (opcode)
                3'b001: begin  
                    C[3] <= ~(A[3] ^ B[3]);
                    sign <= C[3];
                    zero <= C == 4'b0000;
                end
                3'b010: begin  
					sub_a <= A;
					sub_b <= B;
                    {carr, sub_result} <= sub_b - sub_a;
                    C[3] <= sub_result[3];
                    zero <= C == 4'b0000;
                end
                3'b011: begin  
                    C[3] <= ~(A[3] & B[3]);
                    sign <= C[3];
                    zero <= C == 4'b0000;
                end
                3'b100: begin  
                    {carr, C[3]} <= A[3] + B[3] + carr;
                    sign <= C[3];
                    zero <= C == 4'b0000;
                end
            endcase
            state <= 2'b00;
        end
    endcase
end
endmodule
==> flow/run.sh <==
#!/bin/bash
# OpenROAD 26Q1-2900-gdf79404cd8, Yosys 0.63+post, stock flow scripts
make -C /OpenROAD-flow-scripts/flow DESIGN_CONFIG=/design/flow/config.mk WORK_HOME=/design/flow/orfs finish
==> flow/config.mk <==
export PLATFORM = sky130hd
export DESIGN_NAME = project
export DESIGN_NICKNAME = project
export VERILOG_FILES = /design/flow/design.v
export SDC_FILE = /design/flow/constraint.sdc
export NUM_CORES = 4
export LEC_CHECK = 1
export CORE_AREA = 10 10 103 103
export DIE_AREA = 0 0 113 113
==> flow/constraint.sdc <==
current_design project

set clk_period 2.3
set clk_io_pct 0.2

create_clock -name clk0 -period $clk_period [get_ports {clk}]

set non_clock_inputs [all_inputs -no_clocks]
set_input_delay [expr $clk_period * $clk_io_pct] -clock clk0 $non_clock_inputs
set_output_delay [expr $clk_period * $clk_io_pct] -clock clk0 [all_outputs]
==> Slide: Implementation Results <==
Run Summary

Detailed routing
  – Initial detailed-routing violation count: 102
  – Diode count: 0
  – Number of nets still failing antenna checks after routing: 0
  – Vias per cell: 4.152
  – Wire length per cell after detailed routing: 12.92 µm
  – Sum of routed wire length over all layers: 3476 µm
  – Post-route DRC violation count: 0
  – First drt pass iteration count: 4
  – Total via count after detailed routing: 1117

Synthesis
  – Synthesized chip area reported by yosys: 1466 µm²
  – Post-synthesis instance area: 1466 µm²
  – Number of distinct standard cells referenced by the synthesized netlist: 38
  – Cells after Synth: 137
  – Sequential share of the synthesized area: 43.00%
  – Leading cell types by total area after synthesis: sky130_fd_sc_hd__edfxtp_1, sky130_fd_sc_hd__ha_1, sky130_fd_sc_hd__fa_1
  – Count of instantiated cells in the yosys netlist: 137
  – Number of flip-flops and latches in the synthesized netlist: 21
  – Synth top area share: 43.00%
  – Yosys synthesis warning count: 1
  – Post-synth top area cell: sky130_fd_sc_hd__edfxtp_1
  – Post-synthesis average cell area: 10.70 µm²

Global routing
  – Aggregate global routing overflow: 0
  – Number of global-route vias before repair: 1125
  – Number of antenna violations at the first check in global routing: 0
  – Total routing usage reported by global routing: 5.562%
  – Largest net degree at the start of global routing: 15
  – First-pass GRT wire length: 5816 µm

Setup path
  – CP Launch Type: flop
  – Worst reg-to-reg path cell count: 5
  – CP cell instances: inv_1 -> ha_1 -> nor4_1 -> nor3_1 -> buf_4
  – Count of buffering cells on the critical path with inverters included: 2
  – Critical path's largest stage delay: 0.43 ns
  – Critical path start-end classification: reg2reg
  – Data arrival at the endpoint of the critical path: 1.96 ns
  – Kind of capture point of the worst setup path: flop
  – Kind of cell adding the most delay to the critical path: simple AND/OR/NAND/NOR gates
  – Cell at the slowest stage of the critical path: sky130_fd_sc_hd__edfxtp_1
  – Worst setup slack for register-to-register paths: 0.31 ns
  – Worst Setup SP: state[0]$_DFFE_PP_
  – Maximum fanout along the worst path: 14
  – Beginning of the worst register-to-register path: state[0]$_DFFE_PP_
  – Worst EP required: 2.27 ns
  – Count of cell instances traversed by the critical path: 5

Clocking
  – Total setup buffers inserted after CTS: 0
  – Clock transition at path regs: 0.08 ns
  – Depth of the CTS H-tree: 1
  – Post-CTS Hold Buffers: 0
  – # resized after CTS: 0
  – Clock Sink Count: 21
  – TritonCTS Buffers: 3
  – TritonCTS clock tree: built
  – CTS Root Cell: sky130_fd_sc_hd__clkbuf_8
  – Clock latency of the later-clocked register in the worst-skew pair: 0.26 ns
  – Worst-case clock buffer depth: 2

Flow run
  – Max capacitance violation total: 0
  – Warning total across the stage logs: 28

Pwr
  – Leakage power total: 0.0007087 µW
  – Total power density per cell area: 830.1 nW/µm²
  – Max VDD drop: 0.3145 mV

Final timing
  – Worst Skew: 0.007879 ns
  – Final min period: 1.990 ns
  – Transition time at the pin with the least slew margin: 0.4768 ns
  – Max-slew violation count: 0
  – Fin Setup TNS: 0 ns
  – Worst hold margin: 0.6204 ns
  – Final setup viols: 0
  – Final Cycle Share: 86.51%
  – Fin. Hold Viols: 0
  – Worst slew margin relative to its limit: 68.22%
  – FMAX: 0.5026 GHz
  – Unrepaired setup endpoints after global routing: no

Finish
  – Area growth, synth to finish: 27.56%
  – Finished Layout Cells: 269
  – Filler cell count: 890
  – Fraction of final layout cells sized beyond drive strength 1: 12.80%
  – Top logic cell by instance count in the layout: sky130_fd_sc_hd__edfxtp_1
  – Commonest non-fill, non-tap cells in the layout: sky130_fd_sc_hd__edfxtp_1, sky130_fd_sc_hd__clkdlybuf4s50_1, sky130_fd_sc_hd__inv_1
  – Comb area: 755.7 µm²
  – FF+latch area: 630.6 µm²

Die
  – Vertical die dimension: 113 µm
  – Number of rows in the core area: 33
  – Core area: 8299 µm²
  – FP Util: 17.67%
  – Boundary Pins: 19
  – Die Width: 113 µm
  – Die area: 12770 µm²

Min path
  – Launch instance of the worst min-delay path: C[3]$_SDFFCE_PN0P_
  – Type of the worst min-delay path: reg2reg
  – Worst hold stages: 1

Placement
  – Placed Cells incl. Taps: 265
  – Detailed Place HPWL: 2815 µm
  – Count of buffers from port buffering: 18
  – Last weighted congestion value of the routability-driven placer: 0.8424

Status
  – Status: finished, final reports clean
stage by stage:
step	worst slack (ns)	power, µW	instance area, µm²	utilization [%]
2_1_floorplan	0.2082	1053	1466	-
3_3_place_gp	0.08516	1319	1826	22.00
3_5_place_dp	0.02425	1317	1826	22.00
4_1_cts	0.3014	1566	1871	22.54
5_1_grt	0.1301	1685	1871	22.54
6_report	0.3103	1553	1871	22.54
cell usage after synthesis, drive strengths merged:
cell,instances
edfxtp,21
inv,14
ha,12
nor2,12
o21ai,8
a21oi,7
nand2,7
mux2i,5
nor3,5
fa,4
o221ai,4
a221oi,3
and2,3
clkbuf,3
nand2b,3
nand3,3
nor2b,3
a21o,2
and2b,2
buf,2
nor4b,2
o22ai,2
or2,2
xnor2,2
a211o,1
a221o,1
a22oi,1
nand3b,1
nor4,1
or3b,1
layer usage:
layer | GRT usage (%) | part of all wire (%) | vias up
met5 | 0 | 0 | -
met4 | 0.4230 | 0.72 | 0
met3 | 1.976 | 7.2 | 2
met2 | 7.988 | 42 | 27
met1 | 8.189 | 50 | 540
li1 | - | - | 548
worst register-to-register path, stage by stage (launching register included):
cell and delay (ns):
sky130_fd_sc_hd__edfxtp_1 0.43, sky130_fd_sc_hd__inv_1 0.10, sky130_fd_sc_hd__ha_1 0.43, sky130_fd_sc_hd__nor4_1 0.13
sky130_fd_sc_hd__nor3_1 0.38, sky130_fd_sc_hd__buf_4 0.23
path summary, 6_finish.rpt:
check,to
setup / recovery,sub_b[1]$_DFFE_PP_
hold / removal,sign$_SDFFCE_PN0P_
setup reg to reg,sub_b[1]$_DFFE_PP_
hold reg to reg,sign$_SDFFCE_PN0P_
area by class of cell:
type / instances / share of cell area [%]
Inverter: 14 / 2.809
Timing Repair Buffer: 28 / 13.65
Tap cell: 105 / 7.023
Clock buffer: 4 / 2.408
Sequential cell: 21 / 33.71
Multi-Input combinational cell: 97 / 40.40
report_power, final:
| group | total (µW) | switching, µW | internal (µW) |
|---|---|---|---|
| clock | 244 | 121 | 123 |
| sequential | 598 | 48.2 | 550 |
| combinational | 710 | 371 | 339 |
sequential cells by signal, indices dropped and copies added (netlist names):
| register | count |
|---|---|
| sub_b | 4 |
| C | 4 |
| sign | 1 |
| sub_a | 4 |
| zero | 1 |
| carr | 1 |
| sub_result | 4 |
| state | 2 |
kinds of logic after synthesis:
logic type | share of synthesized area [%]
compound gates | 14.42
xor+xnor | 1.195
fa+ha+maj | 15.70
buf+inv | 5.460
flops | 43.00
mux | 3.413
simple gates | 16.81
No activity file was given, so power comes from the tool's default toggle rates.
